<file path="config.mk">
export PLATFORM = sky130hd
export DESIGN_NAME = Deco_binario_7seg
export DESIGN_NICKNAME = Deco_binario_7seg
export VERILOG_FILES = /design/flow/design.v
export SDC_FILE = /design/flow/constraint.sdc
export NUM_CORES = 4
export LEC_CHECK = 1
export CORE_AREA = 10 10 70 70
export DIE_AREA = 0 0 80 80
</file>
<file path="constraint.sdc">
current_design Deco_binario_7seg

set clk_period 1.1
set clk_io_pct 0.2

create_clock -name clk0 -period $clk_period

set non_clock_inputs [all_inputs -no_clocks]
set_input_delay [expr $clk_period * $clk_io_pct] -clock clk0 $non_clock_inputs
set_output_delay [expr $clk_period * $clk_io_pct] -clock clk0 [all_outputs]
</file>
<file path="design.v">
module Deco_binario_7seg(       
  input [3:0] i_Bits,           
  output reg [6:0] o_Segmentos  
  );
  always@(i_Bits)         
  begin                   
    case(i_Bits)          
      4'b0000: o_Segmentos = 7'b0000001; 
      4'b0001: o_Segmentos = 7'b1001111; 
      4'b0010: o_Segmentos = 7'b0010010; 
      4'b0011: o_Segmentos = 7'b0000110; 
      4'b0100: o_Segmentos = 7'b1001100; 
      4'b0101: o_Segmentos = 7'b0100100; 
      4'b0110: o_Segmentos = 7'b0100000; 
      4'b0111: o_Segmentos = 7'b0001111; 
      4'b1000: o_Segmentos = 7'b0000000; 
      4'b1001: o_Segmentos = 7'b0001100; 
      4'b1010: o_Segmentos = 7'b0001000; 
      4'b1011: o_Segmentos = 7'b1100000; 
      4'b1100: o_Segmentos = 7'b0110001; 
      4'b1101: o_Segmentos = 7'b1000010; 
      4'b1110: o_Segmentos = 7'b0110000; 
      default: o_Segmentos = 7'b0111000; 
    endcase                               
  end                                     
endmodule                                 
</file>
<file path="run.sh">
#!/bin/bash
# OpenROAD 26Q1-2900-gdf79404cd8, Yosys 0.63+post, stock flow scripts
make -C /OpenROAD-flow-scripts/flow DESIGN_CONFIG=/design/flow/config.mk WORK_HOME=/design/flow/orfs finish
</file>
==> changes_impl.md <==
### Metrics

- Status: complete, but fails checks
- Failing checks: negative setup slack
- Place WS: -1.15 ns
- DR DRC count: 0
- Die Area: 6400 sq um
- Fin crit share: 121%
- Syn. warnings: 1
- Leakage: 0.286 nW
- Worst Path Required: 0.88 ns
- Initial antenna violation count: 0
- Core Area: 3420 sq um
- Design area: 699 sq um
- Critical path class: input port to output port
- Global route overflow: 0
- Max-cap violation count: 0
- Hold Path Class: input port to output port
- DP HPWL: 729 microns
- GRT Total Usage: 3.35%
- Yosys cell count: 38
- Mapped cell area: 265 sq um
- Seq Cell Count: 0
- Max VDD drop: 0.171 mV
- Minimum clock period: 1.33 ns
- Port bufs: 11
- Post-CTS Hold Fix Bufs: 0
- Pwr dens: 357 nW/um^2
- Worst setup margin: -0.230 ns
- Crit-path max FO: 4
- Placed inst area: 538 sq um
- Final ANT Viol Nets: 0
- Gpl congestion: 0.798
- Iter 0 DRT Violations: 1
- Register share after synthesis: 0%
- Row count: 21
- Via count: 368
- Reg area: 0 sq um
- Normalized max-slew margin: 88.2%
- Top cells excl fill/tap: buf_6, buf_2, buf_4
- Die Width: 80 microns
- CP endpoint kind: output port
- Die Span Y: 80 microns
- Fp util: 7.77%
- Yosys stat area: 265 sq um
- Distinct cell type count after synthesis: 19
- # clk buffers: 0
- RSZ-0062 raised after global routing: true
- Vias in the first global route: 413
- Final wirelength: 1060 microns
- First-pass DRT Iterations: 4
- Drt wl/cell: 9.76 microns
- Synth Instances: 38
- Share of layout cells above drive strength 1: 81.0%
- Synthesis-to-finish area growth: 164%
- Fmax: 0.752 GHz
- Slew of the pin with the lowest slew margin: 0.176 ns
- Log Warnings: 39
- DR vias/cell: 3.38
- First-pass GRT wire length: 1860 microns
- ANT cells: 0
- Final Setup Violations: 7
- Startpoint Class: input port
- Final tally of hold violations: 0
- WP data arrival: 1.11 ns
- Slew Limit Fails: 0
- Most used logic cell in the final layout: buf_6
- Largest net degree at the start of global routing: 10
- Mean area per synthesized cell: 6.98 sq um
- # IOs: 11
## worst max-delay path: stages
cell     delay, ns
buf_12        0.11
inv_8         0.05
ha_4          0.12
nor2b_2       0.04
or3b_1        0.36
o31ai_2       0.07
buf_2         0.13
## report_power, final
group / total [mW] / internal (mW) / switching, mW / leakage, nW
sequential: 0 / 0 / 0 / 0
combinational: 0.249 / 0.143 / 0.107 / 0.286
clock: 0 / 0 / 0 / 0
## path summary, 6_finish.rpt
kind / endpoint / slack, ns / cells past startpoint / from
min: o_Segmentos[5] / 0.77 / 3 / i_Bits[3]
max: o_Segmentos[6] / -0.23 / 7 / i_Bits[1]
## area by class of cell
cell class / instances / area, sq um
inverters: 3 / 26.3
multi-input cells: 33 / 370
fillers: 390 / 2720
well taps: 46 / 57.6
repair buffers: 27 / 245
## repair_timing
item | in CTS | in global routing
buffers inserted | 2 | 0
gates resized | 79 | 10
pin swaps | 11 | 3
cloned | 0 | 0
setup endpoints to repair | 7 | 7
## per-layer routing
metal	GRT usage, %	part of all wire (%)	vias to the layer above
li1	-	-	188
met1	4.02	41	174
met2	6.18	56	6
met3	0.682	3.7	0
met4	0.176	0	0
met5	0	0	-
## per-stage QoR
stage	total power [mW]	setup TNS, ns	cells	hold WS [ns]	utilization (%)
3_5_place_dp	0.191	-7.47	107	1.47	15.8
5_1_grt	0.272	-1.08	109	0.807	20.5
4_1_cts	0.239	-1.01	109	0.928	20.1
2_1_floorplan	0.0750	0	38	0.543	-
3_3_place_gp	0.189	-7.34	107	1.46	15.8
6_report	0.249	-0.820	109	0.768	20.5
## kinds of logic after synthesis
logic type | Yosys count | share of synthesized area, %
buf+inv | 5 | 8.96
simple gates | 13 | 22.6
mux | 2 | 9.90
compound gates | 12 | 30.2
fa+ha+maj | 6 | 28.3
## cell usage after synthesis (2+ instances only)
library cell,n,area share [%]
a21oi_1,3,5.7
ha_1,6,28
inv_1,2,2.8
nand2_1,2,2.8
nand3_1,3,5.7
nor2_1,6,8.5
o21ai_1,4,7.5
Power is estimated from default activity; no workload was simulated.
