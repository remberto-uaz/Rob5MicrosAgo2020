===== design/flow/run.sh =====
#!/bin/bash
# OpenROAD 26Q1-2900-gdf79404cd8, Yosys 0.63+post, stock flow scripts
make -C /OpenROAD-flow-scripts/flow DESIGN_CONFIG=/design/flow/config.mk WORK_HOME=/design/flow/orfs finish

===== design/flow/config.mk =====
export PLATFORM = sky130hd
export DESIGN_NAME = Contador_de_anillo
export DESIGN_NICKNAME = Contador_de_anillo
export VERILOG_FILES = /design/flow/design.v
export SDC_FILE = /design/flow/constraint.sdc
export NUM_CORES = 4
export LEC_CHECK = 1
export CORE_AREA = 10 10 70 70
export DIE_AREA = 0 0 80 80

===== design/flow/constraint.sdc =====
current_design Contador_de_anillo

set clk_period 1.1
set clk_io_pct 0.2

create_clock -name clk0 -period $clk_period [get_ports {i_Clk}]

set non_clock_inputs [all_inputs -no_clocks]
set_input_delay [expr $clk_period * $clk_io_pct] -clock clk0 $non_clock_inputs
set_output_delay [expr $clk_period * $clk_io_pct] -clock clk0 [all_outputs]

===== design/flow/design.v =====
module Contador_de_anillo(
    input i_Clk,
    input i_Rst,
    output reg [3:0] o_Anodo,
    output reg [1:0] o_Sel);
 always @(posedge i_Rst, posedge i_Clk)
    begin
        if(i_Rst) begin
            o_Anodo<= 4'b0001;
            o_Sel<=2'b00;   
        end
        else begin
            case(o_Sel)
                2'b00: begin
                    o_Anodo<= 4'b0001;
                    o_Sel<=o_Sel+1;
                end
               2'b01: begin
                    o_Anodo<= 4'b0010; 
                    o_Sel<=o_Sel+1;
                end
                2'b10: begin
                    o_Anodo<= 4'b0100; 
                    o_Sel<=o_Sel+1;
                end
                default: begin 
                    o_Anodo<= 4'b1000;
                    o_Sel<=2'b00; 
                end
            endcase
        end 
    end
endmodule

==> flow_metrics.env <==
# physical design summary
export IMPL_status="finished clean"
export IMPL_antenna_cells=0
export IMPL_firstDrtPassIters=2
export IMPL_clk_latency_ns=0.24
export IMPL_ys_flops=6
export IMPL_crit_fanout=4
export IMPL_synth_edff_count=0
export IMPL_cts_buffers_inserted=3
export IMPL_synthTopCellsByArea="dfrtp_1, ha_1, dfstp_2, inv_1, nor2_1"
export IMPL_use_met3_pct=1.136
export IMPL_grt_max_degree=7
export IMPL_async_flop_share_pct=100.0
export IMPL_synthTopCellsByCount="dfrtp_1, ha_1, inv_1"
export IMPL_power_density_nw_per_um2=1155
export IMPL_max_vdd_ir_drop_uv=164.2
export IMPL_gp_congestion=0.7210
export IMPL_setup_viol=0
export IMPL_rsz0062_at_grt="no"
export IMPL_ys_types=5
export IMPL_worstPathBufferInverterCount=3
export IMPL_ant_nets=0
export IMPL_cp_cell_sequence="buf_4 -> buf_4 -> inv_1 -> ha_1"
export IMPL_drive_gt1_share_pct=28.57
export IMPL_ff_type="dfrtp_1"
export IMPL_antenna_found_initial=0
export IMPL_use_met2_pct=0.9631
export IMPL_area_delta_synth_final_pct=77.46
export IMPL_clock_skew_ns=0.005218
export IMPL_ys_warn_count=1
export IMPL_maxCapViolCount=0
export IMPL_drc_errors=0
export IMPL_cts_tree="done"
export IMPL_io_buffers=7
export IMPL_hold_viol=0
export IMPL_initialDrtViolationCount=2
export IMPL_drt_wl_total_um=369
export IMPL_crit_path_start_kind="register"
export IMPL_slew_headroom_pct=86.08
export IMPL_ys_seq_share_pct=69.94
export IMPL_vias=140
export IMPL_utilization_pct=11.25
export IMPL_timing_critical_path_mode_cell="buf_4"
export IMPL_via_per_inst=1.892
export IMPL_initCoreUtil_pct=6.337
export IMPL_syn_area_per_cell_um2=15.46
export IMPL_die_h_um=80
export IMPL_synthCells=14
export IMPL_end_kind="register"
export IMPL_busiest_layer="met4"
export IMPL_syn_area_um2=216.5
export IMPL_yosys_cells=14
export IMPL_htree_levels=1
export IMPL_ys_chip_area_um2=216.5
export IMPL_tns_ns=0
export IMPL_root_buffer="clkbuf_4"
export IMPL_max_stage_delay_ns=0.37
export IMPL_log_warning_count=28
export IMPL_fmax_ghz=0.9486
export IMPL_crit_arrival_ns=1.17
export IMPL_top_area_share_pct=57.80
export IMPL_cts_hold_buf=0
export IMPL_cts_sinks=6
export IMPL_grt_overflow_total=0
export IMPL_p_leak_nw=0.1833
export IMPL_clk_pin_slew_ns=0.05
export IMPL_fin_crit_sh_pct=95.83
export IMPL_met1_usage_pct=1.070
export IMPL_crit_type="register to register"
export IMPL_crit_path_top_delay_cell="dfrtp_1"
export IMPL_chip_area_um2=6400
export IMPL_die_x_um=80
export IMPL_cp_required_ns=1.22
export IMPL_hold_class="primary input to async pin"
export IMPL_grt_total_usage_pct=1.091
export IMPL_finalMaxSlewViolations=0
export IMPL_tightest_slew_ns=0.2086
export IMPL_num_io_pins=8
export IMPL_cpLargestDelayFamily="flip-flops"
export IMPL_rows=21
export IMPL_cts_buffer_depth=2
export IMPL_routedWlPerCell_um=4.986
export IMPL_core_um2=3416
export IMPL_grt_pass1_vias=133
export IMPL_largest_area_cell="dfrtp_1"
export IMPL_grt_first_pass_wirelength_um=552
export IMPL_fin_crit_ns=1.054
export IMPL_synth_top_cell_by_count="dfrtp_1"
==> kinds of logic after synthesis <==
kind of cell	synth area share (%)
flip-flops	69.94
buffers and inverters	5.202
adder cells (fa/ha/maj)	23.12
AND/OR/NAND/NOR	1.732
==> placed cells by master, fill, tap and decap left out <==
cell	instances
nor2_1	1
buf_4	3
dfrtp_1	5
clkbuf_1	1
ha_1	4
buf_2	1
inv_1	3
dfstp_2	1
dlygate4sd2_1	3
clkdlybuf4s50_1	1
clkdlybuf4s15_1	2
clkbuf_4	3
==> worst paths after layout <==
kind | slack [ns] | start | cells after the start | to
setup / recovery | 0.05 | o_Sel[0] | 4 | o_Sel[1]
min in group clk0 | 0.62 | o_Sel[1] | 2 | o_Anodo[2]
max in group asynchronous | 0.65 | i_Rst | 2 | o_Anodo[0]
setup reg to reg | 0.05 | o_Sel[0] | 4 | o_Sel[1]
hold / removal | 0.19 | i_Rst | 2 | o_Anodo[3]
hold reg to reg | 0.62 | o_Sel[1] | 2 | o_Anodo[2]
==> metal layers <==
layer  up-vias  routed length (um)
met5         -                   0
met4         0                  46
met3         4                  77
met2        11                 111
met1        56                 133
li1         69                   -
==> cell type report <==
class                      count  area [um^2]
fill                         395         3032
timing repair buffer          10        83.83
tap                           46        57.56
multi-input combinational      5        53.80
inverter                       3        11.26
clock buffer                   4        26.28
sequential                     6        151.4
==> worst reg2reg max path, cell delays in order (launching register included) <==
cell and delay [ns]:
dfrtp_1 0.37, buf_4 0.13, buf_4 0.13, inv_1 0.08, ha_1 0.23
==> where the power goes <==
part	internal, mW	leakage (nW)	switching [mW]
clock	0.137	0.0150	0.0771
sequential	0.222	0.0770	0
combinational	0.00334	0.0914	0.00422
==> flip-flops by register name, summed over array words and instances, names as in the netlist <==
signal	cells
o_Sel	2
o_Anodo	4
==> stage by stage <==
step	total power, mW	setup slack (ns)	area, um^2	std cells	hold WS, ns
after detailed placement	0.2325	-0.06611	359.1	69	0.4503
after global placement	0.2324	-0.06879	359.1	69	0.4411
final	0.4436	0.04583	384.1	74	0.1936
after floorplan	0.2283	0.2778	216.5	14	0.01023
after global routing	0.4765	0.005072	384.1	74	0.2064
after CTS	0.4516	0.01832	381.6	74	0.1917
==> what timing repair did <==
action | CTS | global route
setup endpoints to repair | 6 | 2
buffers inserted | 1 | 0
gates cloned | 0 | 0
resized | 8 | 2
endpoints found under the hold margin | 0 | 0
No activity file was given, so power comes from the tool's default toggle rates.
