File: flow/run.sh
#!/bin/bash
# OpenROAD 26Q1-2900-gdf79404cd8, Yosys 0.63+post, stock flow scripts
make -C /OpenROAD-flow-scripts/flow DESIGN_CONFIG=/design/flow/config.mk WORK_HOME=/design/flow/orfs finish
File: flow/config.mk
export PLATFORM = sky130hd
export DESIGN_NAME = Preescalador
export DESIGN_NICKNAME = Preescalador
export VERILOG_FILES = /design/flow/design.v
export SDC_FILE = /design/flow/constraint.sdc
export NUM_CORES = 4
export LEC_CHECK = 1
export CORE_AREA = 10 10 104 104
export DIE_AREA = 0 0 114 114
File: flow/constraint.sdc
current_design Preescalador

set clk_period 3.1
set clk_io_pct 0.2

create_clock -name clk0 -period $clk_period [get_ports {i_Clk}]

set non_clock_inputs [all_inputs -no_clocks]
set_input_delay [expr $clk_period * $clk_io_pct] -clock clk0 $non_clock_inputs
set_output_delay [expr $clk_period * $clk_io_pct] -clock clk0 [all_outputs]
File: flow/design.v
module Preescalador(
  input i_Clk,
  input i_Rst,
  output o_Presc
  );
  reg [19:0] contador;
  reg salida;
  always@(posedge i_Clk)
  begin
      if (i_Rst)
          contador <= 0;
      else
          contador <= contador+1;
      if (contador <= 416666)
          salida <= 0;
      else
          salida <= 1;
      if (contador == 833333)
          contador <= 0;
  end
  assign o_Presc = salida;
endmodule
==> impl_metrics.yaml <==
# implementation run metrics
logic_synthesis:
  edf_count: 0
  postSynthCellCount: 116
  ys_ff: 21
  yosys.stat.chipArea_sq_um: 1017
  syn-cell-area_sq_um: 1017
  adder_share_pct: 3.690
  ys_types: 29
  async_reset_ff_share_pct: 0
  synthTopLogicFamily: "simple AND/OR/NAND/NOR gates"
  yosysWarningCount: 1
  yosys-mux-area-fraction_pct: 0
  simple_gate_area_share_pct: 31.12
  avgSynthCellArea_sq_um: 8.769
  xor_share_pct: 15.50
  ys_cells: 116
  synth-main-ff-cell: "dfxtp_1"
  ys_seq_share_pct: 41.33
  ys_sh_aoi_pct: 4.674
critical_path:
  path_delay_family: "simple AND/OR/NAND/NOR gates"
  end_kind: "flip-flop"
  start_kind: "flip-flop"
  required_ns: 3.23
  crit_fanout: 20
  cpPeakStageDelay_ns: 0.53
  cp_cell_sequence: "or4b_1, nor4b_2, a31o_2, nor2_1"
  cp.arrival_ns: 1.94
  critPathBufInv: 0
  critPathSlowestCell: "or4b_1"
  worstSetupPathType: "reg -> reg"
grt:
  antenna_found_initial: 0
  gr-total-overflow: 0
  grt_first_pass_wirelength_um: 3484
  grt_pass1_vias: 789
  grt_max_degree: 21
  grt_usage_pct: 3.098
run_status:
  status: "finished, final reports clean"
cts:
  cts_hold_buf: 0
  numCtsBuffers: 3
  clk_path_buf_depth: 2
  clock_latency_ns: 0.25
  cts_resized: 0
  cts_root_buf: "clkbuf_8"
  cts_tree: "built"
  cts.clk_slew.worst_paths_ns: 0.07
  htreeDepth: 1
  cts_sinks: 21
  postCtsSetupBuffers: 0
place:
  place_congestion: 0.8136
  port_buffers: 2
  hpwl_um: 1375
final_timing:
  finalHoldViolCount: 0
  slew_headroom_pct: 56.21
  setup_violations: 0
  tightestPinTransition_ns: 0.6518
  period_used_pct: 58.37
  rsz0062_at_grt: "false"
  finClkSkew_ns: 0.001541
  fin_setup_tns_ns: 0
  fmax_ghz: 0.5527
  finalCriticalPeriod_ns: 1.809
  maxSlewViolCount: 0
pwr:
  clkPwrFrac_pct: 37.2
  p_leak_nw: 0.3891
  power_frac_comb_pct: 3.3
  p_per_area_nw_per_um2: 392.0
  peakVddDrop_mv: 0.1366
  sequentialPowerShare_pct: 59.5
  switching_share_pct: 20.68
  internal_power_uw: 370.3
  switchingPower_uw: 96.57
cells_and_area:
  mostFrequentLayoutCell: "nor2_1"
  layout-drive-gt1-share_pct: 5.042
  utilization_pct: 13.73
  syn2layout_area_growth_pct: 17.10
  lay_top_cells: "nor2_1 (24), dfxtp_1 (21), xor2_1 (14)"
route:
  drtIter0Drc: 46
  avgViaCountPerCell: 3.427
  ant_nets: 0
  drt_pass1_iterations: 4
  drc_errors: 0
  num_vias: 778
  wl_um: 1902
  antennaDiodeCount: 0
  wire_per_inst_um: 8.379
floorplan:
  chip_area_sq_um: 13000
  row_count: 34
  dieHeight_um: 114
  ios: 3
  initial_core_util_pct: 11.72
  core_sq_um: 8678
  die_w_um: 114
job:
  log.warning_count: 27
  max_cap_viol_count: 0
min_path:
  hold_path.class: "reg -> reg"
## per-stage QoR
step                      setup slack [ns]  std cells  cell area, sq um  power [mW]  hold WS, ns
after global routing                 1.091        227              1191      0.4894       0.5671
after detailed placement             1.285        223              1146      0.2990       0.4871
after global placement               1.295        223              1146      0.2990       0.4762
after floorplan                      1.539        116              1017      0.2968       0.4557
after CTS                            1.275        227              1191      0.4740       0.5053
final                                1.291        227              1191      0.4669       0.5015
## power groups by stage
stage	Combinational [mW]	Sequential, mW	Clock [mW]
global route	0.0190	0.278	0.192
CTS	0.0157	0.277	0.181
finish	0.0155	0.278	0.174
## per-layer routing
layer / vias to the layer above / share of wire, % / global-route usage [%]
met5: - / 0 / 0
li1: 404 / - / -
met3: 0 / 4.1 / 1.063
met1: 367 / 53 / 4.329
met2: 7 / 43 / 4.708
met4: 0 / 0 / 0.2506
## cell usage after synthesis, drive strengths merged, types with 2 or more instances
master | n | share of area (%)
and2 | 2 | 1.2
and3 | 2 | 1.2
nand4 | 4 | 2.5
nor3 | 2 | 0.98
nand3 | 11 | 5.4
inv | 3 | 1.1
nand2 | 7 | 2.6
buf | 2 | 2.2
xor2 | 14 | 12
dfxtp | 21 | 41
xnor2 | 4 | 3.4
a21oi | 2 | 0.98
ha | 3 | 3.7
nor2 | 24 | 8.9
## worst paths after layout
| check | start | endpoint | cells after the start | slack [ns] |
|---|---|---|---|---|
| max | contador[11] | contador[11] | 4 | 1.29 |
| min | contador[0] | contador[0] | 1 | 0.50 |
| max reg2reg | contador[11] | contador[11] | 4 | 1.29 |
| min reg2reg | contador[0] | contador[0] | 1 | 0.50 |
## flip-flops by register name, indices dropped and copies added (netlist names)
signal / cells
contador: 20
salida: 1
## cell families after synthesis
group | Yosys count
flip-flops | 21
AND-OR/OR-AND | 7
AND/OR/NAND/NOR | 61
XOR/XNOR | 18
buffers and inverters | 6
adder cells (fa/ha/maj) | 3
## area by class of cell
type | count | area [sq um]
Timing Repair Buffer | 2 | 20.02
Fill cell | 994 | 7487
Clock buffer | 4 | 45.04
Inverter | 3 | 11.26
Tap cell | 108 | 135.1
Sequential cell | 21 | 420.4
Multi-Input combinational cell | 89 | 559.3
Power and IR drop assume default switching activity.
